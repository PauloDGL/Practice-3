$ cat flow/design.v
module ALU_Micros1(
input [7:0] iA,
input [7:0] iB,   
input [4:0] ALU_Sel, 
input iClk,
output [7:0] oRESALU,
output [4:0] oBanderas 
 ); 
   reg [8:0] ALU_Resultadomedio;
	reg [7:0] ALU_D;
	reg [7:0] ALU_Q;
	reg [4:0] Banderas_D;
	reg [4:0] Banderas_Q;
	reg ALU_Carry;
	assign oRESALU = ALU_Q [7:0];
	assign oBanderas = Banderas_Q [4:0];
	assign par = ~^ALU_Q;
 always @(posedge iClk) 
 begin 
     ALU_Q = ALU_D;
	  Banderas_Q = Banderas_D;
 end 
    always @(*)
    begin
        case(ALU_Sel)
		  5'b00000: begin  
           ALU_Resultadomedio [8:0] = iA * iB;
			  ALU_D [7:0] = ALU_Resultadomedio [7:0];
			  ALU_Carry = ALU_Resultadomedio [8:7];
			        end 
		  5'b00001: begin  
           ALU_Resultadomedio [8:0] = iA / iB;
			  ALU_D [7:0] = ALU_Resultadomedio [7:0];
			  ALU_Carry = ALU_Resultadomedio [8:7];
			        end
        5'b00010: begin  
           ALU_Resultadomedio [8:0] = iA + 1'b1;
			  ALU_D [7:0] = ALU_Resultadomedio [7:0];
			  ALU_Carry = ALU_Resultadomedio [8:7];
			        end
        5'b00011: begin  
           ALU_Resultadomedio [8:0] = iA - 1'b1;
			  ALU_D [7:0] = ALU_Resultadomedio [7:0];
			  ALU_Carry = ALU_Resultadomedio [8:7];
			        end
        5'b00100: begin  
           ALU_Resultadomedio [8:0] = iA & iB;
			  ALU_D [7:0] = ALU_Resultadomedio [7:0];
			  ALU_Carry = ALU_Resultadomedio [8:7];
			        end
        5'b00101: begin  
           ALU_Resultadomedio [8:0] = iA | iB;
			  ALU_D [7:0] = ALU_Resultadomedio [7:0];
			  ALU_Carry = ALU_Resultadomedio [8:7];
			        end
        5'b00110: begin  
           ALU_D [7:0]  = ~iA;
			        end
        5'b00111: begin  
           ALU_Resultadomedio [8:0] = iA^iB;
			  ALU_D [7:0] = ALU_Resultadomedio [7:0];
			  ALU_Carry = ALU_Resultadomedio [8:7];
			        end
        5'b01000: begin  
           ALU_D [7:0]  = ~iA;
			         end
        5'b01001: begin  
           ALU_D [6:0] = iA [6:0] <<<iB [6:0];
			  ALU_D [7] = iA[7];
			        end
        5'b01010: begin  
           ALU_D [6:0] = iA [6:0] >>>iB [6:0];
			  ALU_D [7] = iA[7];
			         end
        5'b01011: begin  
           ALU_Resultadomedio [8:0] = iA<<iB;
			  ALU_D [7:0] = ALU_Resultadomedio [7:0];
			  ALU_Carry = ALU_Resultadomedio [8:7];
			         end
        5'b01100: begin  
           ALU_Resultadomedio [8:0] = iA>>iB;
			  ALU_D [7:0] = ALU_Resultadomedio [7:0];
			  ALU_Carry = ALU_Resultadomedio [8:7];
			         end
        5'b01101: begin  
           ALU_Resultadomedio [8:0] = {iA[7:0],iA[7]};
			  ALU_D [7:0] = ALU_Resultadomedio [7:0];
			  ALU_Carry = ALU_Resultadomedio [8:7];
			        end
        5'b01110: begin  
           ALU_Resultadomedio [8:0] = {iA[0],iA[7:1]};
			  ALU_D [7:0] = ALU_Resultadomedio [7:0];
			  ALU_Carry = ALU_Resultadomedio [8:7];
			        end
        5'b01111: begin  
           ALU_Resultadomedio [8:0] = iA+iB;
			  ALU_D [7:0] = ALU_Resultadomedio [7:0];
			  ALU_Carry = ALU_Resultadomedio [8:7];
			        end
        5'b10000: begin  
           ALU_Resultadomedio [8:0] = iA - iB;
			  ALU_D [7:0] = ALU_Resultadomedio [7:0];
			  ALU_Carry = ALU_Resultadomedio [8:7];
			        end
					  default: ALU_D = ALU_Q;
		  endcase
       if(ALU_Q==8'b00000000)  
         begin
			Banderas_D [0] =1'b1;
         end
		  else
			begin
	      Banderas_D [0] =1'b0;	
			end
		 if(ALU_Q [7]==1'b1 && ALU_Q > 8'b01111111 )  
         begin
			Banderas_D [1] =1'b1;
         end
		  else
			begin
	      Banderas_D [1] =1'b0;	
			end
		 if(ALU_Carry==1'b1)  
         begin
			Banderas_D [2] =1'b1;
         end
		  else
			begin
	      Banderas_D [2] =1'b0;	
			end
	    if(ALU_Resultadomedio > 9'b011111111)  
         begin
			Banderas_D [3] =1'b1;
         end
		  else
			begin
	       Banderas_D [3] =1'b0;	
			end
	    if(par==1'b1)  
         begin
			Banderas_D [4] =1'b1;
         end
		  else
			begin
	      Banderas_D [4] =1'b0;	
			end
end
endmodule
$ cat flow/run.sh
#!/bin/bash
# OpenROAD 26Q1-2900-gdf79404cd8, Yosys 0.63+post, stock flow scripts
make -C /OpenROAD-flow-scripts/flow DESIGN_CONFIG=/design/flow/config.mk WORK_HOME=/design/flow/orfs finish
$ cat flow/config.mk
export PLATFORM = sky130hd
export DESIGN_NAME = ALU_Micros1
export DESIGN_NICKNAME = ALU_Micros1
export VERILOG_FILES = /design/flow/design.v
export SDC_FILE = /design/flow/constraint.sdc
export NUM_CORES = 4
export LEC_CHECK = 1
export CORE_UTILIZATION = 40
$ cat flow/constraint.sdc
current_design ALU_Micros1

set clk_period 15.8
set clk_io_pct 0.2

create_clock -name clk0 -period $clk_period [get_ports {iClk}]

set non_clock_inputs [all_inputs -no_clocks]
set_input_delay [expr $clk_period * $clk_io_pct] -clock clk0 $non_clock_inputs
set_output_delay [expr $clk_period * $clk_io_pct] -clock clk0 [all_outputs]
==> impl_metrics.xml <==
<?xml version="1.0" encoding="UTF-8"?>
<metrics>
  <group name="run_status">
    <metric name="status" unit="">complete, no violations</metric>
  </group>
  <group name="finish">
    <metric name="design_area" unit="um2">7000</metric>
    <metric name="area_delta_synth_final" unit="%">11.6</metric>
    <metric name="n_fill_cell" unit="">1539</metric>
    <metric name="mostFrequentLayoutCells" unit="">99 x nor2_1, 97 x ha_1, 70 x nand2_1</metric>
    <metric name="final_util" unit="%">45.9</metric>
    <metric name="final_layout_top_logic_cell" unit="">nor2_1</metric>
    <metric name="layoutNonFillerInstCount" unit="">1080</metric>
    <metric name="drive_gt1_share" unit="%">7.83</metric>
  </group>
  <group name="floorplanning">
    <metric name="placement_rows" unit="">45</metric>
    <metric name="floorplanUtilization" unit="%">41.1</metric>
    <metric name="chipWidth" unit="um">127</metric>
    <metric name="die-area" unit="um2">16200</metric>
    <metric name="area_of_the_core" unit="um2">15300</metric>
    <metric name="die_height" unit="um">127</metric>
    <metric name="floorplan.io_pins" unit="">35</metric>
  </group>
  <group name="timing">
    <metric name="setup-violations-final" unit="">0</metric>
    <metric name="finalWorstSetupSlack" unit="ps">904</metric>
    <metric name="finalClockSkew" unit="ps">7.10</metric>
    <metric name="clock.fmax" unit="GHz">0.0671</metric>
    <metric name="fin_crit" unit="ps">14900</metric>
    <metric name="finalHoldViolations" unit="">0</metric>
    <metric name="grt_setup_unrepaired" unit="">no</metric>
    <metric name="finalClockPeriodUsage" unit="%">94.3</metric>
    <metric name="timing_worst_slew_pin_value" unit="ps">1190</metric>
    <metric name="report.final.slew_viol_count" unit="">0</metric>
    <metric name="finalHoldWorstSlack" unit="ps">597</metric>
    <metric name="slew-limit-headroom" unit="%">18.8</metric>
    <metric name="fin_tns_setup" unit="ps">0</metric>
  </group>
  <group name="synthesis">
    <metric name="aoi_share" unit="%">28.6</metric>
    <metric name="synth_cell_type_count" unit="">79</metric>
    <metric name="netlist_logic_family_top" unit="">AND-OR/OR-AND gates</metric>
    <metric name="synth.cellmix.simpleShare" unit="%">22.1</metric>
    <metric name="synth.yosys.warnings" unit="">2</metric>
    <metric name="enable_flop_cells" unit="">8</metric>
    <metric name="prevailing_post_synth_register_cell" unit="">edfxtp_1</metric>
    <metric name="synthArstFlopShare" unit="%">0</metric>
    <metric name="synth.ff_latch_count" unit="">13</metric>
    <metric name="synthesis.area" unit="um2">6270</metric>
    <metric name="ys_sh_xor" unit="%">5.53</metric>
    <metric name="yosys_area" unit="um2">6270</metric>
    <metric name="syn_inst" unit="">854</metric>
    <metric name="synth_adder_area_share" unit="%">25.7</metric>
    <metric name="synth.mux.area_fraction" unit="%">5.75</metric>
    <metric name="synth_seq_share" unit="%">5.43</metric>
    <metric name="synth.yosys.num_cells" unit="">854</metric>
    <metric name="syn_area_per_cell" unit="um2">7.34</metric>
  </group>
  <group name="job">
    <metric name="cap_violations" unit="">0</metric>
    <metric name="warnings" unit="">50</metric>
  </group>
  <group name="global_route">
    <metric name="grt_max_degree" unit="">32</metric>
    <metric name="grtUsageMet1" unit="%">40.5</metric>
    <metric name="first_global_vias" unit="">6365</metric>
    <metric name="global_route_wire_length_before_repair" unit="mm">36.3</metric>
    <metric name="antenna_found_initial" unit="">0</metric>
    <metric name="grtUsageMet3" unit="%">7.89</metric>
    <metric name="overflow_left_after_global_routing" unit="">0</metric>
    <metric name="grt_busiest_layer" unit="">met2</metric>
    <metric name="grt_util_all_layers" unit="%">29.8</metric>
    <metric name="grt_use_met2" unit="%">45.4</metric>
  </group>
  <group name="drt">
    <metric name="post_drt_wl_per_cell" unit="um">21.4</metric>
    <metric name="first_pass_iters" unit="">5</metric>
    <metric name="drt_first_iter_violations" unit="">544</metric>
    <metric name="drt_drc_violations_left" unit="">0</metric>
    <metric name="avgViaCountPerCell" unit="">6.26</metric>
    <metric name="wl" unit="mm">23.1</metric>
    <metric name="route.antenna.diode_count" unit="">0</metric>
    <metric name="antenna_violating_nets_post_route" unit="">0</metric>
    <metric name="via_total_after_detailed_routing" unit="">6756</metric>
  </group>
  <group name="worst_hold_path">
    <metric name="worstHoldPathCells" unit="">2</metric>
    <metric name="min-delay-path-class" unit="">flop to flop</metric>
  </group>
  <group name="placed_design">
    <metric name="dp_hpwl" unit="mm">17.5</metric>
    <metric name="buffer_ports.inserted" unit="">34</metric>
    <metric name="dp.cells" unit="">1075</metric>
    <metric name="placement.setup.worst_slack" unit="ps">56.2</metric>
    <metric name="placement.cell_area" unit="um2">6870</metric>
    <metric name="finalWeightedCongestion" unit="">1.07</metric>
  </group>
  <group name="worst_setup_path">
    <metric name="critical_path.endpoint" unit="">ALU_Q[0]</metric>
    <metric name="slowest_delay" unit="ps">660</metric>
    <metric name="worst_r2r_startpoint" unit="">ALU_Q[0]</metric>
    <metric name="worstSetupStartpointType" unit="">primary input</metric>
    <metric name="cp_max_fo" unit="">13</metric>
    <metric name="capture_point_of_the_worst_reg_to_reg_path" unit="">Banderas_Q[4]</metric>
    <metric name="worst_ep_arrival_time" unit="ps">14890</metric>
    <metric name="worst-r2r-cell-count" unit="">4</metric>
    <metric name="cp-startpoint" unit="">iB[5]</metric>
    <metric name="endpoint_kind" unit="">flop</metric>
    <metric name="setup.worst_path.class" unit="">primary input to flop</metric>
    <metric name="critical-path-top-cell-by-count" unit="">ha_1</metric>
    <metric name="regToRegSetupSlack" unit="ps">14600</metric>
    <metric name="cp.required" unit="ps">15800</metric>
    <metric name="cpMaxStageDelayCell" unit="">or4_4</metric>
  </group>
  <group name="clocking">
    <metric name="ctsHoldBuffers" unit="">0</metric>
    <metric name="cts_tree" unit="">done</metric>
    <metric name="h_tree_level_count" unit="">1</metric>
    <metric name="clock_tree.buffer_depth" unit="">2</metric>
    <metric name="clkSlewWorstSetupHoldPaths" unit="ps">50</metric>
    <metric name="cts_inserted_buffers" unit="">3</metric>
    <metric name="clock.latency.late_pin" unit="ps">240</metric>
    <metric name="clock-root-buffer" unit="">clkbuf_16</metric>
    <metric name="cts_num_sinks" unit="">13</metric>
  </group>
  <group name="pwr">
    <metric name="vdd_drop_max" unit="mV">0.0389</metric>
    <metric name="power.static_leakage" unit="nW">2.95</metric>
    <metric name="power_density" unit="nW/um2">61.1</metric>
    <metric name="total_power" unit="mW">0.427</metric>
  </group>
</metrics>
==> where the power goes <==
group	internal, mW	switching [mW]	leakage [nW]	total [mW]
sequential	0.0487	0.00529	0.120	0.0540
clock	0.0341	0.0145	0.0382	0.0486
combinational	0.142	0.182	2.79	0.325
total	0.225	0.202	2.95	0.427
==> final cells by class <==
type                            count  area (um2)  share of cell area [%]
Multi-Input combinational cell    731        5550                    79.3
Tap cell                          211         264                    3.77
Clock buffer                        4        78.8                    1.13
Timing Repair Buffer               61         543                    7.76
Sequential cell                    13         340                    4.86
Inverter                           60         225                    3.22
==> kinds of logic after synthesis <==
group,Yosys count
simple gates,292
compound gates,255
fa+ha+maj,117
buf+inv,110
xor+xnor,38
mux,28
flops,13
other cells,1
==> cell usage after synthesis, types with 16 or more instances <==
cell | count | area share [%]
nor2_1 | 99 | 5.9
ha_1 | 97 | 19
nand2_1 | 71 | 4.2
inv_1 | 54 | 3.2
a21oi_1 | 48 | 3.8
o21ai_0 | 43 | 3.4
clkbuf_1 | 42 | 2.5
nor3_1 | 29 | 2.3
xnor2_1 | 26 | 3.6
fa_1 | 20 | 6.4
a21o_1 | 17 | 2.0
nand2b_1 | 16 | 1.6
==> what timing repair did <==
action | 4_1_cts | 5_1_grt
buffers inserted | 0 | 1
resized | 0 | 13
setup endpoints to repair | 0 | 2
==> worst min path at each step <==
| stage | endpoint | from | slack (ps) |
|---|---|---|---|
| 4_1_cts | Banderas_Q[1] | ALU_Q[7] | 610 |
| 5_1_grt | Banderas_Q[1] | ALU_Q[7] | 640 |
| 6_report | Banderas_Q[1] | ALU_Q[7] | 600 |
==> critical path: cells and delay by family <==
family	cells	cell delay, ps
simple gates	9	2480
fa+ha+maj	7	2070
mux	5	1720
compound gates	22	4690
buf+inv	2	750
==> layer usage <==
| metal | vias to the layer above | part of all wire (%) |
|---|---|---|
| met2 | 368 | 43 |
| met5 | - | 0 |
| met4 | 0 | 4.8 |
| met3 | 84 | 10 |
| met1 | 3111 | 42 |
| li1 | 3193 | - |
==> registers in the layout (all words and copies together) (netlist names) <==
signal	flops
ALU_Q	8
Banderas_Q	5
Power and IR drop assume default switching activity.
